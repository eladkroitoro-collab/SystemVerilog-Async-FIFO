[flow/design.v]
module bin2gray #(parameter WIDTH = 5) 
(
    input  logic [WIDTH-1:0] bin_in,
    output logic [WIDTH-1:0] gray_out
);
    assign gray_out = (bin_in >> 1) ^ bin_in;
endmodule
module async_fifo #(
    parameter DATA_WIDTH = 8,
    parameter DEPTH      = 16
) (
    input  logic                  w_clk,
    input  logic                  w_rst_n,
    input  logic                  w_en,
    input  logic [DATA_WIDTH-1:0] w_data,
    output logic                  w_full,
    input  logic                  r_clk,
    input  logic                  r_rst_n,
    input  logic                  r_en,
    output logic [DATA_WIDTH-1:0] r_data,
    output logic                  r_empty
);
    localparam PTR_WIDTH = $clog2(DEPTH); 
    logic [PTR_WIDTH:0] w_ptr_bin, w_ptr_gray;
    logic [PTR_WIDTH:0] w_ptr_gray_synced, w_ptr_bin_synced;
    logic [PTR_WIDTH:0] r_ptr_bin, r_ptr_gray;
    logic [PTR_WIDTH:0] r_ptr_gray_synced, r_ptr_bin_synced;
    logic [PTR_WIDTH:0] w_ptr_next;
    logic [PTR_WIDTH:0] w_ptr_gray_next;
    assign w_ptr_next = w_ptr_bin + (w_en & !w_full);
    bin2gray #(.WIDTH(PTR_WIDTH+1)) u_w_p2g (
        .bin_in   (w_ptr_next), 
        .gray_out (w_ptr_gray)
    );
    always_ff @(posedge w_clk or negedge w_rst_n) begin
        if (!w_rst_n) begin
            w_ptr_bin  <= 0;
            w_ptr_gray <= 0; 
        end else begin
            w_ptr_bin  <= w_ptr_next;
            w_ptr_gray <= w_ptr_gray_next; 
        end
    end
    logic [PTR_WIDTH:0] r_ptr_next;
    logic [PTR_WIDTH:0] r_ptr_gray_next;
    assign r_ptr_next = r_ptr_bin + (r_en & !r_empty);
    bin2gray #(.WIDTH(PTR_WIDTH+1)) u_r_p2g (
        .bin_in   (r_ptr_next),
        .gray_out (r_ptr_gray)
    ); 
    always_ff @(posedge r_clk or negedge r_rst_n) begin
        if (!r_rst_n) begin 
            r_ptr_bin <= 0;
            r_ptr_gray <= 0;
        end else begin
            r_ptr_bin <= r_ptr_next;
            r_ptr_gray <= r_ptr_gray_next;            
        end          
    end
    ptr_sync #(.WIDTH(PTR_WIDTH+1)) u_sync_r2w (
        .clk     (w_clk),
        .rst_n   (w_rst_n),
        .ptr_in  (r_ptr_gray), 
        .ptr_out (r_ptr_gray_synced)
    );
    ptr_sync #(.WIDTH(PTR_WIDTH+1)) u_sync_w2r (
        .clk     (r_clk),
        .rst_n   (r_rst_n),
        .ptr_in  (w_ptr_gray),
        .ptr_out (w_ptr_gray_synced)
    );
    gray2bin #(.WIDTH(PTR_WIDTH+1)) u_g2b_write (
        .gray_in (r_ptr_gray_synced),
        .bin_out (r_ptr_bin_synced)
    );
    gray2bin #(.WIDTH(PTR_WIDTH+1)) u_g2b_read (
        .gray_in (w_ptr_gray_synced),
        .bin_out (w_ptr_bin_synced)
    );
    fifo_mem #(
        .DATA_WIDTH(DATA_WIDTH),
        .DEPTH(DEPTH),
        .PTR_WIDTH(PTR_WIDTH) 
    ) u_mem (
        .w_clk  (w_clk),
        .w_en   (w_en & !w_full), 
        .w_addr (w_ptr_bin[PTR_WIDTH-1:0]),  
        .w_data (w_data),
        .r_addr (r_ptr_bin[PTR_WIDTH-1:0]),  
        .r_data (r_data)
    );
    assign r_empty = (r_ptr_bin == w_ptr_bin_synced);
    assign w_full = (w_ptr_bin[PTR_WIDTH-1:0] == r_ptr_bin_synced[PTR_WIDTH-1:0]) && 
                    (w_ptr_bin[PTR_WIDTH]     != r_ptr_bin_synced[PTR_WIDTH]);
endmodule
module fifo_mem #(
    parameter DATA_WIDTH = 8,
    parameter DEPTH      = 16,
    parameter PTR_WIDTH  = 4
) (
    input  logic                  w_clk,
    input  logic                  w_en,
    input  logic [PTR_WIDTH-1:0]  w_addr,
    input  logic [DATA_WIDTH-1:0] w_data, 
    input  logic [PTR_WIDTH-1:0]  r_addr,
    output logic [DATA_WIDTH-1:0] r_data
);
    logic [DATA_WIDTH-1:0] mem [0:DEPTH-1];
    always_ff @(posedge w_clk) begin
        if (w_en) begin
            mem[w_addr] <= w_data;
        end
    end 
    assign r_data = mem[r_addr];
endmodule
module gray2bin #(parameter WIDTH = 5)
(
    input  logic [WIDTH-1:0] gray_in,
    output logic [WIDTH-1:0] bin_out
);
    always_comb begin
        bin_out[WIDTH-1] = gray_in[WIDTH-1];  
        for (int i = WIDTH-2; i >= 0; i--) begin
            bin_out[i] = gray_in[i] ^ bin_out[i+1];
        end
    end
endmodule
module ptr_sync #(parameter WIDTH = 5)
(
    input  logic             clk,       
    input  logic             rst_n,     
    input  logic [WIDTH-1:0] ptr_in,    
    output logic [WIDTH-1:0] ptr_out    
);
    logic [WIDTH-1:0] q1;  
    always_ff @(posedge clk or negedge rst_n) begin
        if (!rst_n) begin
            q1      <= '0;
            ptr_out <= '0;
        end else begin
            q1      <= ptr_in; 
            ptr_out <= q1;
        end
    end
endmodule
[flow/run.sh]
#!/bin/bash
# OpenROAD 26Q1-2900-gdf79404cd8, Yosys 0.63+post, stock flow scripts
make -C /OpenROAD-flow-scripts/flow DESIGN_CONFIG=/design/flow/config.mk WORK_HOME=/design/flow/orfs finish
[flow/config.mk]
export PLATFORM = sky130hd
export DESIGN_NAME = async_fifo
export DESIGN_NICKNAME = async_fifo
export VERILOG_FILES = /design/flow/design.v
export SDC_FILE = /design/flow/constraint.sdc
export NUM_CORES = 4
export LEC_CHECK = 1
export CORE_UTILIZATION = 40
[flow/constraint.sdc]
current_design async_fifo

set clk_period 3.6
set clk_io_pct 0.2

create_clock -name clk0 -period $clk_period [get_ports {r_clk}]
create_clock -name clk1 -period $clk_period [get_ports {w_clk}]

set non_clock_inputs [all_inputs -no_clocks]
set_input_delay [expr $clk_period * $clk_io_pct] -clock clk0 $non_clock_inputs
set_output_delay [expr $clk_period * $clk_io_pct] -clock clk0 [all_outputs]
==> flow_metrics.tcl <==
# collected from the flow reports
set metrics [dict create \
    ys_sh_aoi 0.0286 \
    overflow 0 \
    critPathArrivalTime_ns 2.59 \
    cts_tree "built" \
    drt-initial-drc-count 143 \
    dpl_cell_area_um2 5820 \
    ys_seq_frac 0.751 \
    tns_ns 0 \
    top_usage_layer "met1" \
    avgRoutedWirePerCell_um 19.5 \
    reg2reg_slack_ns 1.61 \
    rows 42 \
    numClockSinks 136 \
    synth.top_cell.area_share 0.714 \
    power_mw 5.24 \
    first_pass_iters 4 \
    design_area_um2 6470 \
    cp-start-kind "register" \
    mux_share 0.148 \
    ff_type "edfxtp_1" \
    fp_util 0.408 \
    via_per_inst 5.25 \
    grt_pass1_wl_mm 15.3 \
    io_pins 24 \
    fa_ha_area_frac 0.00930 \
    worst_clock_skew_ns 0.00740 \
    finalHoldViolCount 0 \
    most_common_cell "edfxtp_1" \
    hp-class "primary input to asynchronous set/reset pin" \
    grtUsageMet2 0.231 \
    p_leak_nw 2.16 \
    place_congestion 0.787 \
    drv_slew 0 \
    logic_family "multiplexers" \
    cts_setup_buffers 0 \
    cpMaxStageDelayCell "dfrtp_2" \
    crit_buf_inv 2 \
    fin_cells 496 \
    max_stage_delay_ns 0.74 \
    timing.critical_path.cells "buf_4 > mux4_2 > a32oi_1 > o21ai_1 > clkdlybuf4s50_1" \
    track_usage 0.162 \
    path_delay_family "buffers and inverters" \
    synth-simple-area-share 0.0370 \
    relSlewSlack 0.354 \
    ys.flops 136 \
    yosys_cells 264 \
    antenna_found_initial 0 \
    area_leaders "edfxtp_1, mux4_2, mux4_1" \
    wirelength_mm 9.66 \
    diodes 0 \
    syn-instance-count 264 \
    ant_nets 0 \
    netlist_area_um2 5380 \
    crit_fanout 19 \
    syn_to_final_growth_pct 20.2 \
    tool_warnings 26 \
    num_vias 2604 \
    fillerInstances 1050 \
    die-width_um 118 \
    core_area_um2 13200 \
    dpl.hpwl_mm 6.28 \
    synth_cell_types 34 \
    critical_path_required_ns 2.88 \
    edf_count 128 \
    outcome "finished, final reports clean" \
    rsz0062_at_grt "false" \
    path_clk_slew_ns 0.06 \
    port_buffers 21 \
    die_h_um 118 \
    max_cap_viol_count 0 \
    use_met3 0.0886 \
    first_global_vias 2757 \
    hold_slack_ns 0.515 \
    crit_type "register to output port" \
    yosys-top-cells-count "edfxtp_1, mux2i_1, mux4_2" \
    synthArstFlopShare 0.0588 \
    syn_area_per_cell_um2 20.4 \
    largest_area_cell "edfxtp_1" \
    yosys-stat-area_um2 5380 \
    setup_viol 0 \
    die_area_um2 13900 \
    drc 0 \
    cts_resized 0 \
    dp_cells 460 \
    synth_xor_xnor_area_share 0.00651 \
    holdBufCountCts 0 \
    yosysWarningCount 34 \
    grt_util_met1 0.249 \
    drive_above_1_share 0.197 \
    cp-end-kind "output port" \
    power_density_nw_per_um2 810 \
    worst_pin_slew_ns 0.966 \
    ir_drop_uv 539 \
    grt_max_degree 22 \
]
cell type report:
cell class	count	area [µm²]	share of cell area
Multi-Input combinational cell	114	1240	0.192
Timing Repair Buffer	33	313	0.0484
Clock buffer	22	508	0.0785
Inverter	1	3.75	0.000580
Tap cell	176	220	0.0340
Sequential cell	136	4050	0.625
Clock inverter	14	139	0.0215
worst paths after layout:
path,to,depth (start not counted),from
worst max-delay path,r_data[5],5,r_ptr_bin[0]
worst min-delay path,w_ptr_bin[1],1,w_rst_n
worst max register to register,r_ptr_bin[2],6,r_ptr_bin[1]
worst min register to register,w_ptr_bin[3],1,w_ptr_bin[3]
max in group clk1,u_mem.mem[11][3],3,w_en
max in group asynchronous,r_ptr_bin[0],1,r_rst_n
min in group clk1,w_ptr_bin[3],1,w_ptr_bin[3]
min in group clk0,r_ptr_bin[3],1,r_ptr_bin[3]
state kept, by name, indices dropped and copies added (netlist names):
| name | cells |
|---|---|
| u_mem.mem | 128 |
| r_ptr_bin | 4 |
| w_ptr_bin | 4 |
per-stage QoR:
stage,setup slack (ns),util
floorplan,1.41,-
global placement,0.509,0.441
detailed placement,0.508,0.441
CTS,0.264,0.490
global route,0.118,0.490
finish,0.295,0.490
placed cells by master, fill, tap and decap left out, types with 2 or more instances in the layout:
| cell type | instances |
|---|---|
| xnor2_1 | 2 |
| nor2b_1 | 5 |
| a211oi_1 | 2 |
| clkinv_1 | 2 |
| clkbuf_16 | 20 |
| nand2b_1 | 2 |
| edfxtp_1 | 128 |
| dfrtp_1 | 7 |
| buf_4 | 11 |
| ha_1 | 4 |
| a31oi_1 | 3 |
| nand3_1 | 4 |
| clkdlybuf4s50_1 | 21 |
| clkinv_2 | 3 |
| nor2_1 | 14 |
| mux2i_1 | 16 |
| clkinvlp_4 | 4 |
| a32oi_1 | 5 |
| nand3b_1 | 2 |
| bufinv_16 | 2 |
| xor2_1 | 2 |
| mux4_2 | 16 |
| clkinv_4 | 3 |
| clkbuf_1 | 2 |
| a22oi_1 | 5 |
| mux4_1 | 10 |
| nor3_1 | 4 |
| nand2_1 | 5 |
| o21ai_1 | 6 |
metal layers:
layer	part of all wire	wire (µm)
met4	0.0093	90
met2	0.47	4550
met5	0	0
met3	0.097	936
met1	0.42	4080
cell families (layout without fill, tap and decap cells):
logic type	Yosys count	count (layout)
AND/OR/NAND/NOR	40	40
AND-OR/OR-AND	22	22
other	1	1
adder cells (fa/ha/maj)	4	4
buffers and inverters	14	70
XOR/XNOR	4	4
multiplexers	43	43
flip-flops	136	136
report_power, final:
part	leakage (nW)	internal (mW)	total, mW	switching (mW)
Sequential	1.25	1.94	2.17	0.229
Combinational	0.605	0.712	1.28	0.569
Clock	0.305	1.16	1.79	0.629
Total	2.16	3.81	5.24	1.43
Power figures rest on the tool's default switching activity, not on a simulated workload.
